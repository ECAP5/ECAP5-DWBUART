===== design/flow/run.sh =====
#!/bin/bash
# OpenROAD 26Q1-2900-gdf79404cd8, Yosys 0.63+post, stock flow scripts
make -C /OpenROAD-flow-scripts/flow DESIGN_CONFIG=/design/flow/config.mk WORK_HOME=/design/flow/orfs finish

===== design/flow/config.mk =====
export PLATFORM = sky130hd
export DESIGN_NAME = rx_frontend
export DESIGN_NICKNAME = rx_frontend
export VERILOG_FILES = /design/flow/design.v
export SDC_FILE = /design/flow/constraint.sdc
export NUM_CORES = 4
export LEC_CHECK = 1
export CORE_UTILIZATION = 30

===== design/flow/constraint.sdc =====
current_design rx_frontend

set clk_period 6.8
set clk_io_pct 0.2

create_clock -name clk0 -period $clk_period [get_ports {clk_i}]

set non_clock_inputs [all_inputs -no_clocks]
set_input_delay [expr $clk_period * $clk_io_pct] -clock clk0 $non_clock_inputs
set_output_delay [expr $clk_period * $clk_io_pct] -clock clk0 [all_outputs]

===== design/flow/design.v =====
module rx_frontend #(
  parameter logic[3:0] MIN_FRAME_SIZE = 8,
  parameter logic[3:0] MAX_FRAME_SIZE = 11
)(
  input   logic         clk_i,
  input   logic         rst_i,
  input   logic[15:0]   cr_acc_incr_i,
  input   logic         cr_ds_i,
  input   logic[1:0]    cr_p_i,
  input   logic         cr_s_i,
  input   logic         uart_rx_i,
  output  logic[10:0]   frame_o,
  output  logic         parity_err_o,
  output  logic         frame_err_o,
  output  logic         output_valid_o
);
typedef enum {
  IDLE,     
  START,    
  DATA      
} state_t;
state_t state_d, state_q;
logic uart_rx_q, uart_rx_qq, uart_rx_qqq;
logic[16:0] baud_acc_d, baud_acc_q;
logic baud_acc_half_overflow, baud_acc_overflow;
logic[MAX_FRAME_SIZE:0]  frame_bit_cnt_d, frame_bit_cnt_q;
logic[$clog2(MAX_FRAME_SIZE)-1:0] frame_size;
logic[$clog2(MAX_FRAME_SIZE)-1:0] frame_start_index;
logic frame_bit_cnt_done;
logic data_bit_cnt_done_d, data_bit_cnt_done_q;
logic parity_d, parity_q;
logic parity_bit;
logic[MAX_FRAME_SIZE-1:0] frame_d, frame_q, frame_shifted0, frame_shifted;
always_comb begin : state_machine
  state_d = state_q;
  case(state_q)
    IDLE: begin
      if(uart_rx_qq == 0) begin
        state_d = START;
      end
    end
    START: begin
      if(baud_acc_half_overflow) begin
        state_d = DATA;
      end
    end
    DATA: begin
      if(frame_bit_cnt_done) begin
        state_d = IDLE;
      end
    end
    default: begin end
  endcase
end
always_comb begin : sampling
  baud_acc_d = 0;
  frame_bit_cnt_d = frame_bit_cnt_q;
  frame_d = frame_q;
  parity_d = parity_q;
  frame_size = MIN_FRAME_SIZE + {3'b0, cr_ds_i} + {2'b0, (cr_p_i == '0 ? 1'b0 : 1'b1)} + {3'b0, cr_s_i};
  frame_start_index = MAX_FRAME_SIZE - frame_size;
  frame_bit_cnt_done = frame_bit_cnt_q[frame_size];
  data_bit_cnt_done_d = data_bit_cnt_done_q | (cr_ds_i ? frame_bit_cnt_q[8] : frame_bit_cnt_q[7]);
  parity_bit = cr_ds_i ? frame_shifted[8] : frame_shifted[7];
  baud_acc_overflow = baud_acc_q[16];
  baud_acc_half_overflow = baud_acc_q[15];
  case(state_q)
    IDLE: begin
      if(uart_rx_qq == 0) begin
        baud_acc_d = {2'b0, cr_acc_incr_i[14:0]};
      end
    end
    START: begin
      baud_acc_d = {2'b0, baud_acc_q[14:0]} + {2'b0, cr_acc_incr_i[14:0]};
      if(baud_acc_half_overflow) begin
        baud_acc_d = {1'b0, cr_acc_incr_i[15:0]};
        frame_bit_cnt_d[0] = 1'b1;
        parity_d = cr_p_i[0];
      end
    end
    DATA: begin
      if(baud_acc_overflow) begin
        frame_bit_cnt_d = {frame_bit_cnt_d[MAX_FRAME_SIZE-1:0], 1'b0};
        frame_d = {uart_rx_qqq, frame_q[10:1]};
        parity_d = parity_q ^ (uart_rx_qqq & (~data_bit_cnt_done_q));
      end
      baud_acc_d = {1'b0, baud_acc_q[15:0]} + cr_acc_incr_i;
      if(frame_bit_cnt_done) begin
        frame_bit_cnt_d = '0;
        data_bit_cnt_done_d = 0;
      end
    end
    default: begin end
  endcase
end
always_comb begin : frame_align
  frame_shifted0 = frame_start_index[0] ? {1'b0, frame_q[MAX_FRAME_SIZE-1:1]} : frame_q;
  frame_shifted  = frame_start_index[1] ? {2'b0, frame_shifted0[MAX_FRAME_SIZE-1:2]} : frame_shifted0;
end
always_ff @(posedge clk_i) begin
  if(rst_i) begin
    state_q         <= IDLE;
    uart_rx_q       <= 1;
    uart_rx_qq      <= 1;
    uart_rx_qqq     <= 1;
    baud_acc_q          <= '0;
    frame_q             <= '0;
    frame_bit_cnt_q     <= '0;
    data_bit_cnt_done_q <=  0;
    parity_q            <=  0;
  end else begin
    state_q <= state_d;
    uart_rx_q   <= uart_rx_i;
    uart_rx_qq  <= uart_rx_q;
    uart_rx_qqq <= uart_rx_qq;
    baud_acc_q <= baud_acc_d;
    frame_q <= frame_d;
    frame_bit_cnt_q <= frame_bit_cnt_d;
    data_bit_cnt_done_q <= data_bit_cnt_done_d;
    parity_q <= parity_d;
  end
end
assign frame_o = frame_shifted;
assign parity_err_o = (parity_q ^ parity_bit) & (cr_p_i[0] | cr_p_i[1]);
assign frame_err_o = (frame_q[MAX_FRAME_SIZE-1] == 0);
assign output_valid_o = frame_bit_cnt_done;
endmodule  

==> flow_summary.ini <==
; implementation run metrics
[floorplanning]
core_area_um2 = 8810
fp.dieW_um = 97.9
boundaryPins = 37
fp.dieH_um = 97.9
chip_area_um2 = 9590
fp-utilization_pct = 31.4
row_count = 34

[placed_design]
dp.cells = 454
io_buffers = 36
place.gp.congestion = 0.850
hpwl_mm = 4.41
post-place-ws_ps = 1350

[worst_setup_path]
r2r_cells = 8
path_class = in -> out
start_kind = input pin
crit_arrival_ps = 4060
r2r-end = baud_acc_q[16]
crit_start = cr_ds_i
r2r_start = baud_acc_q[0]
crit_fanout = 14
critPathCaptureType = output port
reg2reg_slack_ps = 4600
crit_required_ps = 5440

[clock_tree]
cts_setup_buffers = 0
cts.sinks = 48
insertion_delay_ps = 300
cts_buffers = 5
post_cts_resized = 0
cts_tree = done
htree_levels = 2
cts_root_buf = clkbuf_8
clockBufferDepth = 2
clkTransAtPathRegs_ps = 90
cts_hold_buf = 0

[sta]
clock_skew_ps = 4.37
max_freq_ghz = 0.184
slew_headroom_pct = 44.7
finalHoldViolCount = 0
tightest_slew_ps = 830
tns_ps = 0
rsz0062_at_grt = false
timing.hold.ws_ps = 420
final.period_utilization_pct = 79.8
drv_slew = 0
period_minus_slack_ps = 5420
setup_viol = 0
layout_setup_ws_ps = 1380

[yosys]
ff_type = dfxtp_1
synthSimpleGateAreaFrac_pct = 16.7
netlist_area_um2 = 2760
yosysTopAreaCell = dfxtp_1
ys_cells = 323
synth.distinct_cells = 48
mux_area_share_pct = 8.84
xor_share_pct = 3.49
synth.logic.top_family = AND-OR/OR-AND gates
synth_cells = 323
synth_seq_share_pct = 34.8
top_area_share_pct = 34.8
async_reset_ff_share_pct = 0
syn_area_per_cell_um2 = 8.55
synth-edff-count = 0
topCellsByArea = dfxtp_1, ha_1, mux4_2
synthAoiAreaFrac_pct = 23.9
ys.warnings.count = 1
fa_ha_area_share_pct = 8.70
synth.ff_latch_count = 48
yosys-stat-area_um2 = 2760

[global_route]
grt_overflow_total = 0
grt_pass1_vias = 2222
grt_pass1_wl_mm = 10.3
antenna_found_initial = 0
grt_max_degree = 38
grt_usage_pct = 13.2

[finish]
drive_above_1_share_pct = 7.91
layoutNonFillerInstCount = 462
lay_top_cells = nand2_1, dfxtp_1, nor2_1
synthToLayoutAreaGrowth_pct = 20.3

[routing]
viasPerCell = 5.12
wire_per_inst_um = 12.8
wirelength_mm = 5.90
first_pass_iters = 4
diodes = 0
drt-initial-drc-count = 124
remaining_drc_errors = 0
vias = 2365
antenna_left = 0

[min_path]
whs_endpoint = uart_rx_qq
hold_depth = 1
hp-start = uart_rx_q
hold_path_class = reg -> reg

[power]
total_power_w = 0.000596
p_per_area_nw_per_um2 = 179
power.leakage_nw = 1.24
vdd_drop_max_mv = 0.0928

[flow_run]
maxCapViolCount = 0
tool_warnings = 25

[run_status]
outcome = finished, final reports clean
==> Yosys cell counts (all sizes together), types with 4 or more instances <==
cell type / instances
dfxtp: 48
nand2: 48
nor2: 39
a21oi: 32
a22oi: 16
ha: 16
o21ai: 16
inv: 11
clkbuf: 10
mux4: 8
a21o: 6
xor2: 6
xnor2: 5
buf: 4
nand2b: 4
o21a: 4
or2: 4
==> final cells by class <==
class	count	area (um2)
fill	863	5480
multi-input combinational	250	1700
sequential	48	961
timing repair buffer	37	368
tap	108	135
clock buffer	5	68.8
clock inverter	3	47.5
inverter	11	41.3
==> metal layers <==
metal	vias up	global-route usage (%)	wire length, um
met5	-	0	0
met4	0	1.63	92
met3	7	2.18	164
met2	29	20.2	2650
met1	1116	20.6	2990
li1	1213	-	-
==> critical path, cell delays in order <==
cell	delay (ps)
clkdlybuf4s50_1	500
inv_1	90
fa_1	990
nand2_1	110
o22ai_1	180
mux2i_1	120
xor2_1	150
nor2_1	90
clkdlybuf4s50_1	470
==> flip-flops by register name, indices dropped and copies added, names as in the netlist <==
name / count
data_bit_cnt_done_q: 1
frame_q: 11
baud_acc_q: 17
uart_rx_q: 1
state_q: 3
uart_rx_qqq: 1
parity_q: 1
uart_rx_qq: 1
frame_bit_cnt_q: 12
==> per-stage QoR <==
step                utilization (%)  cell area [um2]
floorplan                         -             2760
detailed placement             36.4             3210
finish                         37.7             3320
CTS                            37.7             3320
global placement               36.4             3210
global route                   37.7             3320
==> where the power goes <==
part	switching (W)	internal [W]	total (W)	leakage, nW
Clock	0.000102	0.000111	0.000213	0.0583
Sequential	0.00000294	0.000287	0.000289	0.389
Combinational	0.0000486	0.0000455	0.0000941	0.794
Total	0.000153	0.000443	0.000596	1.24
==> worst max-delay path by stage <==
stage / end / cells past startpoint / slack, ps
4_1_cts: parity_err_o / 9 / 1360
5_1_grt: parity_err_o / 9 / 1150
6_report: parity_err_o / 9 / 1380
==> cells by family after synthesis <==
| family | after synthesis |
|---|---|
| simple gates | 108 |
| compound gates | 99 |
| flops | 48 |
| buf+inv | 25 |
| fa+ha+maj | 18 |
| mux | 14 |
| xor+xnor | 11 |
Power is estimated from default activity; no workload was simulated.
