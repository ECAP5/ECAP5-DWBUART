==> design/flow/design.v <==
module tx_frontend #(
  parameter logic[3:0] MIN_FRAME_SIZE = 8,
  parameter logic[3:0] MAX_FRAME_SIZE = 11
)(
  input   logic         clk_i,
  input   logic         rst_i,
  input   logic[15:0]   cr_acc_incr_i,
  input   logic         cr_ds_i,
  input   logic[1:0]    cr_p_i,
  input   logic         cr_s_i,
  input   logic         transmit_i,
  input   logic[7:0]    dr_i,
  output  logic         done_o,
  output  logic         uart_tx_o
);
typedef enum {
  IDLE,      
  START,     
  DATA,      
  PARITY,    
  STOP       
} state_t;
state_t state_d, state_q;
logic[16:0] baud_acc_d, baud_acc_q;
logic baud_acc_overflow;
logic[$size(dr_i)-1:0] bit_cnt_d, bit_cnt_q;
logic[$size(dr_i)-1:0] dr_d, dr_q;
logic parity_d, parity_q;
logic uart_tx_d, uart_tx_q;
logic done_d, done_q;
always_comb begin : baudrate_generation
  if(state_q == IDLE && transmit_i) begin
    baud_acc_d = 0;
  end else begin
    baud_acc_d = {1'b0, baud_acc_q[15:0]} + {1'b0, cr_acc_incr_i};
  end
  baud_acc_overflow = baud_acc_d[16];
end
always_comb begin : state_machine
  state_d = state_q;
  case(state_q)
    IDLE: begin
      if(transmit_i) begin
        state_d = START;
      end 
    end
    START: begin
      if(baud_acc_overflow) begin
        state_d = DATA;
      end
    end
    DATA: begin
      if(baud_acc_overflow && bit_cnt_q[0]) begin
        if(cr_p_i == '0) begin
          state_d = STOP;
        end else begin
          state_d = PARITY;
        end
      end
    end
    PARITY: begin
      if(baud_acc_overflow) begin
        state_d = STOP;
      end
    end
    STOP: begin
      if(baud_acc_overflow && bit_cnt_q[0]) begin
        state_d = IDLE;
      end
    end
    default: begin end
  endcase
end
always_comb begin : transmit
  dr_d = dr_q;
  uart_tx_d = 1;
  bit_cnt_d = bit_cnt_q;
  parity_d = parity_q;
  case(state_q)
    IDLE: begin
      if(transmit_i) begin
        bit_cnt_d = cr_ds_i ? (1 << 7) : (1 << 6);
        dr_d = dr_i;
        parity_d = cr_p_i[0];
      end
    end
    START: begin
      uart_tx_d = 1'b0;
    end 
    DATA: begin
      uart_tx_d = dr_q[0];
      if(baud_acc_overflow) begin
        bit_cnt_d = {1'b0, bit_cnt_q[$size(dr_i)-1:1]};
        dr_d = {1'b0, dr_q[$size(dr_i)-1:1]};
        parity_d = parity_q ^ dr_q[0];
        if(bit_cnt_q[0]) begin
          bit_cnt_d = cr_s_i ? (1 << 1) : (1 << 0);
        end
      end
    end
    PARITY: begin
      uart_tx_d = parity_q;
    end
    STOP: begin
      uart_tx_d = 1'b1;
      if(baud_acc_overflow) begin
        bit_cnt_d = {1'b0, bit_cnt_q[$size(dr_i)-1:1]};
      end
    end
    default: begin end
  endcase
end
always_comb begin : done
  done_d = 0;
  if(state_q == STOP && baud_acc_overflow && bit_cnt_q[0]) begin
    done_d = 1;
  end
end
always_ff @(posedge clk_i) begin
  if(rst_i) begin
    state_q <= IDLE;
    dr_q <= '0;
    baud_acc_q <= 0;
    bit_cnt_q <= 0;
    parity_q <= 0;
    done_q <= 0;
    uart_tx_q <= 1;
  end else begin
    state_q <= state_d;
    dr_q <= dr_d;
    baud_acc_q <= baud_acc_d;
    parity_q <= parity_d;
    bit_cnt_q <= bit_cnt_d;
    done_q <= done_d;
    uart_tx_q <= uart_tx_d;
  end
end
assign uart_tx_o = uart_tx_q;
assign done_o = done_q;
endmodule  
==> design/flow/run.sh <==
#!/bin/bash
# OpenROAD 26Q1-2900-gdf79404cd8, Yosys 0.63+post, stock flow scripts
make -C /OpenROAD-flow-scripts/flow DESIGN_CONFIG=/design/flow/config.mk WORK_HOME=/design/flow/orfs finish
==> design/flow/config.mk <==
export PLATFORM = sky130hd
export DESIGN_NAME = tx_frontend
export DESIGN_NICKNAME = tx_frontend
export VERILOG_FILES = /design/flow/design.v
export SDC_FILE = /design/flow/constraint.sdc
export NUM_CORES = 4
export LEC_CHECK = 1
export CORE_UTILIZATION = 50
==> design/flow/constraint.sdc <==
current_design tx_frontend

set clk_period 8.9
set clk_io_pct 0.2

create_clock -name clk0 -period $clk_period [get_ports {clk_i}]

set non_clock_inputs [all_inputs -no_clocks]
set_input_delay [expr $clk_period * $clk_io_pct] -clock clk0 $non_clock_inputs
set_output_delay [expr $clk_period * $clk_io_pct] -clock clk0 [all_outputs]
==> impl_metrics.json <==
{
  "syn_to_final_growth_pct": 18.6,
  "yosys_warnings": 1,
  "min_path_type": "reg2reg",
  "synthTopCellsByCount": "40 x dfxtp_1, 26 x nor2_1, 25 x nand2_1",
  "skew_ns": 0.00562,
  "grt_overflow": 0,
  "die_width_um": 69.5,
  "cp_top_family": "AND-OR/OR-AND gates",
  "cts_setup_buffers": 0,
  "period_minus_slack_ns": 4.44,
  "worst_setup_path_end_kind": "register",
  "drive_gt1_share_pct": 5.56,
  "io_buffers": 32,
  "cts_tree": "yes",
  "dieArea_mm2": 0.00482,
  "ctsHtreeMaxLevel": 2,
  "fin_setup_tns_ns": 0,
  "finalSetupViolations": 0,
  "cap_violations": 0,
  "holdBufCountCts": 0,
  "worstPathRequired_ns": 9.09,
  "antenna_left": 0,
  "synth.top_cell.area_share_pct": 35.2,
  "place.gp.congestion": 0.858,
  "via_count": 1908,
  "fp-utilization_pct": 52.2,
  "yosys-stat-area_mm2": 0.00227,
  "rsz0062_at_grt": "false",
  "worst_setup_path_start_kind": "input port",
  "synth.yosys.num_cells": 258,
  "clk_path_buf_depth": 2,
  "p_per_area_mw_per_mm2": 178,
  "worstMarginPinSlew_ns": 0.812,
  "netlist_instances": 258,
  "critPathBufInv": 1,
  "ys_ff": 40,
  "syn-mean-instance-area_um2": 8.82,
  "grt_pass1_wl_um": 7820,
  "clock-root-buffer": "clkbuf_8",
  "pin_count": 33,
  "clk_latency_ns": 0.29,
  "max_stage_delay_ns": 0.47,
  "logic_area_mm2": 0.00138,
  "path_max_fanout": 8,
  "edf_count": 0,
  "ff_latch_area_um2": 801,
  "status": "finished, final reports clean",
  "yosysUniqueCellTypes": 48,
  "top_cells_by_area": "dfxtp_1 35%, ha_1 8.8%, mux2i_1 5.3%",
  "slowest_stage": "o31a_1",
  "top_cell": "dfxtp_1",
  "grt_max_degree": 23,
  "grt_pass1_vias": 1782,
  "path_cells": "clkdlybuf4s50_1, ha_1, fa_1, a211oi_1, or3_4, a21oi_2, nor3_2, o31a_1, mux2_4",
  "arrival_ns": 4.62,
  "placedCellCount": 332,
  "routed_wl_um": 4370,
  "fin_crit_sh_pct": 49.8,
  "synth_area_mm2": 0.00227,
  "power.leakage_nw": 1.14,
  "core_area_mm2": 0.00435,
  "antenna_found_initial": 0,
  "warnings": 26,
  "vias_per_cell": 5.61,
  "dr.first_iter.drc_count": 137,
  "fmax_mhz": 225,
  "dr.pass1.iters": 4,
  "wl_per_cell_um": 12.8,
  "drc": 0,
  "ys_seq_share_pct": 35.2,
  "ys.flop_type": "dfxtp_1",
  "top_area_cell": "dfxtp_1",
  "vdd_drop_max_v": 0.000121,
  "fill_cells": 403,
  "cts_num_sinks": 40,
  "slew_headroom_pct": 45.8,
  "hpwl_um": 3130,
  "die_y_um": 69.5,
  "rows": 24,
  "async_reset_ff_share_pct": 0,
  "cts_repair_resize_count": 0,
  "grtUsageTotal_pct": 19.9,
  "clkSlewWorstSetupHoldPaths_ns": 0.08,
  "instances_no_fill": 340,
  "numCtsBuffers": 5,
  "antennaDiodeCount": 0,
  "final_max_slew_viol_count": 0,
  "critPathKind": "in2reg",
  "hold_violations": 0
}
## state kept, by name, indices dropped and copies added (netlist names)
register and cells:
dr_q 8, baud_acc_q 16, done_q 1, state_q 5, parity_q 1, uart_tx_q 1, bit_cnt_q 8
## placed cells by master (no fill, tap or decap), drive strengths merged, types with 6 or more instances in the layout
cell type,instances
nor2,26
inv,7
clkbuf,6
clkdlybuf4s50,32
o21ai,14
o311a,8
a21oi,19
mux2i,12
ha,16
nor3,7
a21o,6
nand2,25
nand3,9
dfxtp,40
## worst min-delay path, stage by stage (launching register included)
cell and delay (ns):
dfxtp_1 0.31, nand3_1 0.06, mux2i_1 0.05
## metrics by stage
stage	setup WS (ns)	utilization (%)	cell area, um2	hold WS [ns]	total power, mW
2_1_floorplan	4.95	-	2270	0.438	0.307
3_3_place_gp	4.18	59.5	2590	0.448	0.339
4_1_cts	4.46	62.0	2700	0.468	0.487
5_1_grt	4.26	62.0	2700	0.501	0.513
3_5_place_dp	4.16	59.5	2590	0.455	0.339
6_report	4.46	62.0	2700	0.466	0.480
## area by class of cell
type | count | share of cell area, %
Inverter | 7 | 0.974
Timing Repair Buffer | 32 | 11.9
Sequential cell | 40 | 29.7
Clock inverter | 2 | 1.30
Multi-Input combinational cell | 201 | 51.1
Tap cell | 52 | 2.41
Clock buffer | 6 | 2.69
## worst paths after layout
kind              slack [ns]                         to  cells past startpoint                 startpoint
setup reg to reg        6.09  bit_cnt_q[6]$_SDFFE_PP0P_                      8   baud_acc_q[0]$_SDFF_PP0_
hold reg to reg         0.47  bit_cnt_q[3]$_SDFFE_PP0P_                      2  bit_cnt_q[4]$_SDFFE_PP0P_
hold / removal          0.47  bit_cnt_q[3]$_SDFFE_PP0P_                      2  bit_cnt_q[4]$_SDFFE_PP0P_
setup / recovery        4.46  bit_cnt_q[6]$_SDFFE_PP0P_                      9           cr_acc_incr_i[0]
## cells by family (layout without fill, tap and decap cells)
family	after synthesis	in the layout	synth area share (%)
DFF	40	40	35.2
xor gates and xnor gates	8	8	3.08
muxes	14	14	6.60
adders and majority gates	17	17	9.68
buffers and inverters	17	47	4.18
and+or+nand+nor	84	84	17.5
AOI/OAI and AO/OA	78	78	23.7
## routing by layer
layer  track usage [%]  share of wire [%]
met4              2.04               0.96
met5                 0                  0
met3              2.65                3.6
met2              31.9                 43
met1              30.7                 52
## power breakdown
group | switching, mW | internal, mW
combinational | 0.0691 | 0.0628
sequential | 0.00785 | 0.195
clock | 0.0619 | 0.0832
Power is estimated from default activity; no workload was simulated.
